$ cat ./run.sh
#!/bin/bash
# OpenROAD 26Q1-2900-gdf79404cd8, Yosys 0.63+post, stock flow scripts
make -C /OpenROAD-flow-scripts/flow DESIGN_CONFIG=/design/flow/config.mk WORK_HOME=/design/flow/orfs finish
$ cat ./design.v
module alu_slice (input wire [1:0] op, input wire i0, i1, cin, output wire o, cout);
   wire t_sumdiff, t_and, t_or, t_andor;
   addsub _i0 (op[0], i0, i1, cin, t_sumdiff, cout);
   and2 _i1 (i0, i1, t_and);
   or2 _i2 (i0, i1, t_or);
   mux2 _i3 (t_and, t_or, op[0], t_andor);
   mux2 _i4 (t_sumdiff, t_andor, op[1], o);
endmodule
module alu (input wire [1:0] op, input wire [15:0] i0, i1,
    output wire [15:0] o, output wire cout);
   wire	[14:0] c;
   alu_slice _i0 (op, i0[0], i1[0], op[0] , o[0], c[0]);
   alu_slice _i1 (op, i0[1], i1[1], c[0], o[1], c[1]);
   alu_slice _i2 (op, i0[2], i1[2], c[1], o[2], c[2]);
   alu_slice _i3 (op, i0[3], i1[3], c[2], o[3], c[3]);
   alu_slice _i4 (op, i0[4], i1[4], c[3], o[4], c[4]);
   alu_slice _i5 (op, i0[5], i1[5], c[4], o[5], c[5]);
   alu_slice _i6 (op, i0[6], i1[6], c[5], o[6], c[6]);
   alu_slice _i7 (op, i0[7], i1[7], c[6], o[7], c[7]);
   alu_slice _i8 (op, i0[8], i1[8], c[7], o[8], c[8]);
   alu_slice _i9 (op, i0[9], i1[9], c[8], o[9], c[9]);
   alu_slice _i10 (op, i0[10], i1[10], c[9] , o[10], c[10]);
   alu_slice _i11 (op, i0[11], i1[11], c[10], o[11], c[11]);
   alu_slice _i12 (op, i0[12], i1[12], c[11], o[12], c[12]);
   alu_slice _i13 (op, i0[13], i1[13], c[12], o[13], c[13]);
   alu_slice _i14 (op, i0[14], i1[14], c[13], o[14], c[14]);
   alu_slice _i15 (op, i0[15], i1[15], c[14], o[15], cout);
endmodule
module invert (input wire i, output wire o);
   assign o = !i;
endmodule
module and2 (input wire i0, i1, output wire o);
  assign o = i0 & i1;
endmodule
module or2 (input wire i0, i1, output wire o);
  assign o = i0 | i1;
endmodule
module xor2 (input wire i0, i1, output wire o);
  assign o = i0 ^ i1;
endmodule
module nand2 (input wire i0, i1, output wire o);
   wire t;
   and2 and2_0 (i0, i1, t);
   invert invert_0 (t, o);
endmodule
module nor2 (input wire i0, i1, output wire o);
   wire t;
   or2 or2_0 (i0, i1, t);
   invert invert_0 (t, o);
endmodule
module xnor2 (input wire i0, i1, output wire o);
   wire t;
   xor2 xor2_0 (i0, i1, t);
   invert invert_0 (t, o);
endmodule
module and3 (input wire i0, i1, i2, output wire o);
   wire t;
   and2 and2_0 (i0, i1, t);
   and2 and2_1 (i2, t, o);
endmodule
module or3 (input wire i0, i1, i2, output wire o);
   wire t;
   or2 or2_0 (i0, i1, t);
   or2 or2_1 (i2, t, o);
endmodule
module nor3 (input wire i0, i1, i2, output wire o);
   wire t;
   or2 or2_0 (i0, i1, t);
   nor2 nor2_0 (i2, t, o);
endmodule
module nand3 (input wire i0, i1, i2, output wire o);
   wire t;
   and2 and2_0 (i0, i1, t);
   nand2 nand2_1 (i2, t, o);
endmodule
module xor3 (input wire i0, i1, i2, output wire o);
   wire t;
   xor2 xor2_0 (i0, i1, t);
   xor2 xor2_1 (i2, t, o);
endmodule
module xnor3 (input wire i0, i1, i2, output wire o);
   wire t;
   xor2 xor2_0 (i0, i1, t);
   xnor2 xnor2_0 (i2, t, o);
endmodule
module mux2 (input wire i0, i1, j, output wire o);
  assign o = (j==0)?i0:i1;
endmodule
module mux4 (input wire [0:3] i, input wire j1, j0, output wire o);
  wire  t0, t1;
  mux2 mux2_0 (i[0], i[1], j1, t0);
  mux2 mux2_1 (i[2], i[3], j1, t1);
  mux2 mux2_2 (t0, t1, j0, o);
endmodule
module mux8 (input wire [0:7] i, input wire j2, j1, j0, output wire o);
  wire  t0, t1;
  mux4 mux4_0 (i[0:3], j2, j1, t0);
  mux4 mux4_1 (i[4:7], j2, j1, t1);
  mux2 mux2_0 (t0, t1, j0, o);
endmodule
module demux2 (input wire i, j, output wire o0, o1);
  assign o0 = (j==0)?i:1'b0;
  assign o1 = (j==1)?i:1'b0;
endmodule
module demux4 (input wire i, j1, j0, output wire [0:3] o);
  wire  t0, t1;
  demux2 demux2_0 (i, j1, t0, t1);
  demux2 demux2_1 (t0, j0, o[0], o[1]);
  demux2 demux2_2 (t1, j0, o[2], o[3]);
endmodule
module demux8 (input wire i, j2, j1, j0, output wire [0:7] o);
  wire  t0, t1;
  demux2 demux2_0 (i, j2, t0, t1);
  demux4 demux4_0 (t0, j1, j0, o[0:3]);
  demux4 demux4_1 (t1, j1, j0, o[4:7]);
endmodule
module df (input wire clk, in, output wire out);
  reg df_out;
  always@(posedge clk) df_out <= in;
  assign out = df_out;
endmodule
module dfr (input wire clk, reset, in, output wire out);
  wire reset_, df_in;
  invert invert_0 (reset, reset_);
  and2 and2_0 (in, reset_, df_in);
  df df_0 (clk, df_in, out);
endmodule
module dfrl (input wire clk, reset, load, in, output wire out);
  wire _in;
  mux2 mux2_0(out, in, load, _in);
  dfr dfr_1(clk, reset, _in, out);
endmodule
module dfs (input wire clk, set, in, output wire out);
  wire dfr_in,dfr_out;
  invert invert_0(in, dfr_in);
  invert invert_1(dfr_out, out);
  dfr dfr_2(clk, set, dfr_in, dfr_out);
endmodule
module dfsl (input wire clk, set, load, in, output wire out);
  wire _in;
  mux2 mux2_0(out, in, load, _in);
  dfs dfs_1(clk, set, _in, out);
endmodule
module fa (input wire i0, i1, cin, output wire sum, cout);
   wire t0, t1, t2;
   xor3 _i0 (i0, i1, cin, sum);
   and2 _i1 (i0, i1, t0);
   and2 _i2 (i1, cin, t1);
   and2 _i3 (cin, i0, t2);
   or3 _i4 (t0, t1, t2, cout);
endmodule
module addsub (input wire addsub, i0, i1, cin, output wire sumdiff, cout);
  wire t;
  fa _i0 (i0, t, cin, sumdiff, cout);
  xor2 _i1 (i1, addsub, t);
endmodule
module reg_file (input wire clk, reset, wr, input wire [2:0] rd_addr_a, rd_addr_b, wr_addr, input wire [15:0] d_in, output wire [15:0] d_out_a, d_out_b);
	wire [15:0] t0, t1, t2, t3, t4, t5, t6, t7, reg_op0, reg_op1,  reg_op2,  reg_op3,  reg_op4,  reg_op5,  reg_op6,  reg_op7;
	wire [0:7] wrload;
	STBitDemux8 writer(wr_addr, d_in, t0, t1, t2, t3, t4, t5, t6, t7);
	demux8 load_demux(wr, wr_addr[2], wr_addr[1], wr_addr[0], wrload);
	STBitReg reg_0(clk, reset, wrload[0], d_in, reg_op0);
	STBitReg reg_1(clk, reset, wrload[1], d_in, reg_op1);
	STBitReg reg_2(clk, reset, wrload[2], d_in, reg_op2);
	STBitReg reg_3(clk, reset, wrload[3], d_in, reg_op3);
	STBitReg reg_4(clk, reset, wrload[4], d_in, reg_op4);
	STBitReg reg_5(clk, reset, wrload[5], d_in, reg_op5);
	STBitReg reg_6(clk, reset, wrload[6], d_in, reg_op6);
	STBitReg reg_7(clk, reset, wrload[7], d_in, reg_op7);
	STBitMux8 read_a(rd_addr_a, reg_op0, reg_op1,  reg_op2,  reg_op3,  reg_op4,  reg_op5,  reg_op6,  reg_op7, d_out_a);
	STBitMux8 read_b(rd_addr_b, reg_op0, reg_op1,  reg_op2,  reg_op3,  reg_op4,  reg_op5,  reg_op6,  reg_op7, d_out_b);
endmodule
module reg_alu (input wire clk, reset, sel, wr, input wire [1:0] op, input wire [2:0] rd_addr_a,
		rd_addr_b, wr_addr, input wire [15:0] d_in, output wire [15:0] d_out_a, d_out_b, output wire cout);
	wire [15:0] alu_outp, reg_din;
	wire alu_cout;
	reg_file reg_m(clk, reset, wr, rd_addr_a, rd_addr_b, wr_addr, reg_din, d_out_a, d_out_b);
	STBitMux2 din_mux(d_in, alu_outp, sel, reg_din);
	alu alu_m(op, d_out_a, d_out_b, alu_outp, alu_cout);
	dfr cout_dfr(clk, reset, alu_cout, cout);
endmodule
module STBitReg(input wire clk, rst, load, input wire[15:0] inp, output wire [15:0] outp);
	dfrl dfrl_0( clk, rst, load, inp[0], outp[0] );
	dfrl dfrl_1( clk, rst, load, inp[1], outp[1] );
	dfrl dfrl_2( clk, rst, load, inp[2], outp[2] );
	dfrl dfrl_3( clk, rst, load, inp[3], outp[3] );
	dfrl dfrl_4( clk, rst, load, inp[4], outp[4] );
	dfrl dfrl_5( clk, rst, load, inp[5], outp[5] );
	dfrl dfrl_6( clk, rst, load, inp[6], outp[6] );
	dfrl dfrl_7( clk, rst, load, inp[7], outp[7] );
	dfrl dfrl_8( clk, rst, load, inp[8], outp[8] );
	dfrl dfrl_9( clk, rst, load, inp[9], outp[9] );
	dfrl dfrl_10( clk, rst, load, inp[10], outp[10] );
	dfrl dfrl_11( clk, rst, load, inp[11], outp[11] );
	dfrl dfrl_12( clk, rst, load, inp[12], outp[12] );
	dfrl dfrl_13( clk, rst, load, inp[13], outp[13] );
	dfrl dfrl_14( clk, rst, load, inp[14], outp[14] );
	dfrl dfrl_15( clk, rst, load, inp[15], outp[15] );
endmodule
module STBitDemux8(input wire [2:0] s, input wire [15:0] inp, output [15:0] o0, o1, o2, o3, o4, o5, o6, o7);
	demux8 b_0( inp[0], s[2], s[1], s[0], { o0[0], o1[0], o2[0], o3[0], o4[0], o5[0], o6[0], o7[0] } );
	demux8 b_1( inp[1], s[2], s[1], s[0], { o0[1], o1[1], o2[1], o3[1], o4[1], o5[1], o6[1], o7[1] } );
	demux8 b_2( inp[2], s[2], s[1], s[0], { o0[2], o1[2], o2[2], o3[2], o4[2], o5[2], o6[2], o7[2] } );
	demux8 b_3( inp[3], s[2], s[1], s[0], { o0[3], o1[3], o2[3], o3[3], o4[3], o5[3], o6[3], o7[3] } );
	demux8 b_4( inp[4], s[2], s[1], s[0], { o0[4], o1[4], o2[4], o3[4], o4[4], o5[4], o6[4], o7[4] } );
	demux8 b_5( inp[5], s[2], s[1], s[0], { o0[5], o1[5], o2[5], o3[5], o4[5], o5[5], o6[5], o7[5] } );
	demux8 b_6( inp[6], s[2], s[1], s[0], { o0[6], o1[6], o2[6], o3[6], o4[6], o5[6], o6[6], o7[6] } );
	demux8 b_7( inp[7], s[2], s[1], s[0], { o0[7], o1[7], o2[7], o3[7], o4[7], o5[7], o6[7], o7[7] } );
	demux8 b_8( inp[8], s[2], s[1], s[0], { o0[8], o1[8], o2[8], o3[8], o4[8], o5[8], o6[8], o7[8] } );
	demux8 b_9( inp[9], s[2], s[1], s[0], { o0[9], o1[9], o2[9], o3[9], o4[9], o5[9], o6[9], o7[9] } );
	demux8 b_10( inp[10], s[2], s[1], s[0], { o0[10], o1[10], o2[10], o3[10], o4[10], o5[10], o6[10], o7[10] } );
	demux8 b_11( inp[11], s[2], s[1], s[0], { o0[11], o1[11], o2[11], o3[11], o4[11], o5[11], o6[11], o7[11] } );
	demux8 b_12( inp[12], s[2], s[1], s[0], { o0[12], o1[12], o2[12], o3[12], o4[12], o5[12], o6[12], o7[12] } );
	demux8 b_13( inp[13], s[2], s[1], s[0], { o0[13], o1[13], o2[13], o3[13], o4[13], o5[13], o6[13], o7[13] } );
	demux8 b_14( inp[14], s[2], s[1], s[0], { o0[14], o1[14], o2[14], o3[14], o4[14], o5[14], o6[14], o7[14] } );
	demux8 b_15( inp[15], s[2], s[1], s[0], { o0[15], o1[15], o2[15], o3[15], o4[15], o5[15], o6[15], o7[15] } );
endmodule
module STBitMux8(input wire [2:0] s, input wire [15:0] i0, i1, i2, i3, i4, i5, i6, i7, output wire [15:0] out);
	mux8 b_0( { i0[0], i1[0], i2[0], i3[0], i4[0], i5[0], i6[0], i7[0] }, s[0], s[1], s[2], out[0] );
	mux8 b_1( { i0[1], i1[1], i2[1], i3[1], i4[1], i5[1], i6[1], i7[1] }, s[0], s[1], s[2], out[1] );
	mux8 b_2( { i0[2], i1[2], i2[2], i3[2], i4[2], i5[2], i6[2], i7[2] }, s[0], s[1], s[2], out[2] );
	mux8 b_3( { i0[3], i1[3], i2[3], i3[3], i4[3], i5[3], i6[3], i7[3] }, s[0], s[1], s[2], out[3] );
	mux8 b_4( { i0[4], i1[4], i2[4], i3[4], i4[4], i5[4], i6[4], i7[4] }, s[0], s[1], s[2], out[4] );
	mux8 b_5( { i0[5], i1[5], i2[5], i3[5], i4[5], i5[5], i6[5], i7[5] }, s[0], s[1], s[2], out[5] );
	mux8 b_6( { i0[6], i1[6], i2[6], i3[6], i4[6], i5[6], i6[6], i7[6] }, s[0], s[1], s[2], out[6] );
	mux8 b_7( { i0[7], i1[7], i2[7], i3[7], i4[7], i5[7], i6[7], i7[7] }, s[0], s[1], s[2], out[7] );
	mux8 b_8( { i0[8], i1[8], i2[8], i3[8], i4[8], i5[8], i6[8], i7[8] }, s[0], s[1], s[2], out[8] );
	mux8 b_9( { i0[9], i1[9], i2[9], i3[9], i4[9], i5[9], i6[9], i7[9] }, s[0], s[1], s[2], out[9] );
	mux8 b_10( { i0[10], i1[10], i2[10], i3[10], i4[10], i5[10], i6[10], i7[10] }, s[0], s[1], s[2], out[10] );
	mux8 b_11( { i0[11], i1[11], i2[11], i3[11], i4[11], i5[11], i6[11], i7[11] }, s[0], s[1], s[2], out[11] );
	mux8 b_12( { i0[12], i1[12], i2[12], i3[12], i4[12], i5[12], i6[12], i7[12] }, s[0], s[1], s[2], out[12] );
	mux8 b_13( { i0[13], i1[13], i2[13], i3[13], i4[13], i5[13], i6[13], i7[13] }, s[0], s[1], s[2], out[13] );
	mux8 b_14( { i0[14], i1[14], i2[14], i3[14], i4[14], i5[14], i6[14], i7[14] }, s[0], s[1], s[2], out[14] );
	mux8 b_15( { i0[15], i1[15], i2[15], i3[15], i4[15], i5[15], i6[15], i7[15] }, s[0], s[1], s[2], out[15] );
endmodule
module STBitMux2(input [15:0] i0, i1, input s, output [15:0] o);
    mux2 op_0( i0[0], i1[0], s, o[0] );
    mux2 op_1( i0[1], i1[1], s, o[1] );
    mux2 op_2( i0[2], i1[2], s, o[2] );
    mux2 op_3( i0[3], i1[3], s, o[3] );
    mux2 op_4( i0[4], i1[4], s, o[4] );
    mux2 op_5( i0[5], i1[5], s, o[5] );
    mux2 op_6( i0[6], i1[6], s, o[6] );
    mux2 op_7( i0[7], i1[7], s, o[7] );
    mux2 op_8( i0[8], i1[8], s, o[8] );
    mux2 op_9( i0[9], i1[9], s, o[9] );
    mux2 op_10( i0[10], i1[10], s, o[10] );
    mux2 op_11( i0[11], i1[11], s, o[11] );
    mux2 op_12( i0[12], i1[12], s, o[12] );
    mux2 op_13( i0[13], i1[13], s, o[13] );
    mux2 op_14( i0[14], i1[14], s, o[14] );
    mux2 op_15( i0[15], i1[15], s, o[15] );
endmodule
$ cat ./config.mk
export PLATFORM = sky130hd
export DESIGN_NAME = reg_alu
export DESIGN_NICKNAME = reg_alu
export VERILOG_FILES = /design/flow/design.v
export SDC_FILE = /design/flow/constraint.sdc
export NUM_CORES = 4
export LEC_CHECK = 1
export CORE_UTILIZATION = 30
$ cat ./constraint.sdc
current_design reg_alu

set clk_period 7.2
set clk_io_pct 0.2

create_clock -name clk0 -period $clk_period [get_ports {clk}]

set non_clock_inputs [all_inputs -no_clocks]
set_input_delay [expr $clk_period * $clk_io_pct] -clock clk0 $non_clock_inputs
set_output_delay [expr $clk_period * $clk_io_pct] -clock clk0 [all_outputs]
==> flow.log <==
[flow] final metrics
[metrics] total die size: 0.02852 mm2
[metrics] critical path startpoint category: primary input
[metrics] Crit Path Class: in -> reg
[metrics] mean number of vias per cell: around 5.2
[metrics] Routed Wire Length: about 25000 um
[metrics] number of placement rows: ~60
[metrics] gate count after technology mapping: slightly below 1000
[metrics] max-slew violation count: 0
[metrics] clk buf depth: 2
[metrics] leakage power: roughly 3.5 nW
[metrics] Global Route Usage Sum: 0.1843
[metrics] Hold WS: roughly 0.47 ns
[metrics] beginning of the critical path: rd_addr_b[2]
[metrics] sinks on the clock net: 129
[metrics] wire length of the first global-routing pass: 39170 um
[metrics] required time at the worst-slack endpoint: around 7.5 ns
[metrics] clock latency on the worst-skew pair: between 0.4 and 0.5 ns
[metrics] Init Core Util: 0.3082
[metrics] Top Ports: 64
[metrics] Syn Area/Cell: approximately 8.7 um2
[metrics] PortBufs: around 63
[metrics] post-route ant nets: 0
[metrics] number of clock buffers inserted by TritonCTS: 17
[metrics] worst endpoint data arrival time: ~8.5 ns
[metrics] transition time at the pin with the least slew margin: 0.8427 ns
[metrics] number of global-route vias before repair: a little under 7000
[metrics] number of warnings in the stage logs: 28
[metrics] width of the die: roughly 170 um
[metrics] final number of setup-violating endpoints: 26
[metrics] Max-Cap Viols: 0
[metrics] Root Buffer Master: sky130_fd_sc_hd__clkbuf_16
[metrics] clock tree from TritonCTS: built
[metrics] number of DRC markers after the initial detailed-route iteration: 628
[metrics] antenna violations before repair: 1
[metrics] setup TNS after final layout: -15.84 ns
[metrics] Synth Seq Share: 0.3092
[metrics] hold path start: reg_m.reg_5.dfrl_12.dfr_1.df_0.df_out
[metrics] Fillers: 2683
[metrics] clock-pin slew reported for the worst setup and hold paths after clock tree synthesis: 0.06 ns
[metrics] final worst-path setup slack: -1.028 ns
[metrics] #FFs+latches synth: ~130
[metrics] proportion of layout cells with a drive suffix above 1: 0.2309
[metrics] Final Hold Violation Tally: 0
[metrics] CP max FO: 8
[metrics] vias post-DR: about 7200
[metrics] maximum clock frequency: between 0.1 and 0.15 GHz
[metrics] tally of yosys warning messages: 1
[metrics] routed len/inst: 17.91 um
[metrics] final clock period utilization by the worst path: 1.143
[metrics] leftover overflow at the end of global routing: 0
[metrics] end-of-flow core utilization: 0.3687
[metrics] setup repair after global routing missed its margin: yes
[metrics] Std-Cell Core Area: around 0.027 mm2
[metrics] setup slack at placement: -1.627 ns
[metrics] Period minus WS final: 8.228 ns
[metrics] worst vdd rail ir drop: between 0.1 and 0.15 mV
[metrics] GP Congestion: slightly below 0.9
[metrics] Yosys Instances: a little under 1000
[metrics] total power density per cell area: ~190 mW/mm2
[metrics] worst slew margin relative to its limit: 0.4323
[metrics] crit end category: register
[metrics] Synth cell types: 36
[metrics] H-Tree Depth: 4
[metrics] floorplan die height: between 150 and 200 um
[metrics] DRC viols: 0
[metrics] worst setup skew after layout: 0.007412 ns
[metrics] failing checks: negative setup slack
[metrics] layout overhead on the synthesized area: 19.62%
[metrics] number of optimization iterations in the first detailed-route pass: 5
[metrics] class of the worst hold path: reg -> reg
[metrics] result of the run: complete, but fails checks
[metrics] Chip Area, Yosys: 0.008353 mm2
[metrics] Hold Buf Count CTS: 0
[metrics] Reg2Reg Launch Point: reg_m.reg_6.dfrl_1.dfr_1.df_0.df_out
[metrics] pin count of the biggest net entering global routing: 69
[metrics] HPWL after detailed placement: 16460 um
[metrics] Post-Syn Area: between 0.008 and 0.009 mm2
-- what timing repair did --
action / CTS / global route
pin swaps: 11 / 11
endpoints found under the hold margin: 0 / 0
gates cloned: 0 / 0
resized: 11 / 1
setup endpoints to repair: 33 / 33
setup buffers: 3 / 0
-- power by group --
part / total, W / internal, W / leakage (nW) / switching [W]
Clock: 0.000872 / 0.000543 / 0.288 / 0.000328
Sequential: 0.000741 / 0.000730 / 1.04 / 0.0000109
Combinational: 0.000274 / 0.000115 / 2.20 / 0.000159
Total: 0.00189 / 0.00139 / 3.53 / 0.000498
-- cell usage after synthesis --
library cell | count | area share
sky130_fd_sc_hd__a211oi_1 | 3 | 0.0027
sky130_fd_sc_hd__a21oi_1 | 126 | 0.075
sky130_fd_sc_hd__a22o_1 | 6 | 0.0063
sky130_fd_sc_hd__a311oi_1 | 4 | 0.0042
sky130_fd_sc_hd__a32oi_2 | 1 | 0.0019
sky130_fd_sc_hd__and2_1 | 1 | 0.00075
sky130_fd_sc_hd__buf_12 | 1 | 0.0024
sky130_fd_sc_hd__buf_2 | 7 | 0.0042
sky130_fd_sc_hd__buf_4 | 32 | 0.029
sky130_fd_sc_hd__buf_6 | 9 | 0.012
sky130_fd_sc_hd__buf_8 | 2 | 0.0036
sky130_fd_sc_hd__clkbuf_1 | 53 | 0.024
sky130_fd_sc_hd__dfxtp_1 | 129 | 0.31
sky130_fd_sc_hd__fa_1 | 15 | 0.036
sky130_fd_sc_hd__inv_1 | 32 | 0.014
sky130_fd_sc_hd__maj3_2 | 15 | 0.020
sky130_fd_sc_hd__mux2_2 | 15 | 0.020
sky130_fd_sc_hd__mux2_4 | 15 | 0.027
sky130_fd_sc_hd__mux2i_1 | 1 | 0.0012
sky130_fd_sc_hd__mux2i_2 | 1 | 0.0016
sky130_fd_sc_hd__mux4_2 | 64 | 0.17
sky130_fd_sc_hd__nand2_1 | 129 | 0.058
sky130_fd_sc_hd__nand2b_1 | 2 | 0.0015
sky130_fd_sc_hd__nand3_1 | 2 | 0.0012
sky130_fd_sc_hd__nand3b_1 | 1 | 0.00090
sky130_fd_sc_hd__nor2_1 | 126 | 0.057
sky130_fd_sc_hd__nor2b_1 | 6 | 0.0045
sky130_fd_sc_hd__nor3_1 | 2 | 0.0012
sky130_fd_sc_hd__o21ai_0 | 1 | 0.00060
sky130_fd_sc_hd__o21ai_1 | 137 | 0.082
sky130_fd_sc_hd__o21bai_1 | 1 | 0.00090
sky130_fd_sc_hd__o22ai_1 | 3 | 0.0022
sky130_fd_sc_hd__o2bb2ai_1 | 5 | 0.0052
sky130_fd_sc_hd__or3_1 | 1 | 0.00075
sky130_fd_sc_hd__xnor2_1 | 12 | 0.013
sky130_fd_sc_hd__xor2_1 | 3 | 0.0031
-- cells in the final DEF (no fill, tap or decap), types with 6 or more instances in the layout --
master / netlist / routed
sky130_fd_sc_hd__a21oi_1: 126 / 126
sky130_fd_sc_hd__a22o_1: 6 / 6
sky130_fd_sc_hd__buf_4: 32 / 68
sky130_fd_sc_hd__clkbuf_16: 0 / 17
sky130_fd_sc_hd__clkdlybuf4s50_1: 0 / 56
sky130_fd_sc_hd__dfxtp_1: 129 / 129
sky130_fd_sc_hd__fa_2: 0 / 14
sky130_fd_sc_hd__inv_1: 32 / 30
sky130_fd_sc_hd__maj3_2: 15 / 15
sky130_fd_sc_hd__mux2_2: 15 / 15
sky130_fd_sc_hd__mux2_4: 15 / 15
sky130_fd_sc_hd__mux4_2: 64 / 64
sky130_fd_sc_hd__nand2_1: 129 / 129
sky130_fd_sc_hd__nor2_1: 126 / 126
sky130_fd_sc_hd__nor2b_1: 6 / 6
sky130_fd_sc_hd__o21ai_1: 137 / 136
sky130_fd_sc_hd__xnor2_1: 12 / 12
-- logic make-up after synthesis --
| logic type | count (synthesis) | synth area share |
|---|---|---|
| xor+xnor | 15 | 0.01573 |
| flops | 129 | 0.3092 |
| buf+inv | 136 | 0.08928 |
| mux | 96 | 0.2226 |
| compound gates | 287 | 0.1817 |
| simple gates | 270 | 0.1254 |
| fa+ha+maj | 30 | 0.05617 |
-- metal layers --
layer | GRT usage | vias up | share of wire
met3 | 0.07833 | 31 | 0.11
met1 | 0.2547 | 3437 | 0.42
met2 | 0.2805 | 306 | 0.45
met5 | 0 | - | 0
met4 | 0.02727 | 0 | 0.017
li1 | - | 3454 | -
-- critical path, cell delays in order --
cell	delay [ns]
sky130_fd_sc_hd__buf_12	0.09
sky130_fd_sc_hd__mux4_2	0.48
sky130_fd_sc_hd__mux2_4	0.30
sky130_fd_sc_hd__xor2_2	0.14
sky130_fd_sc_hd__fa_2	0.23
sky130_fd_sc_hd__fa_2	0.23
sky130_fd_sc_hd__inv_2	0.05
sky130_fd_sc_hd__fa_2	0.36
sky130_fd_sc_hd__fa_2	0.37
sky130_fd_sc_hd__fa_2	0.38
sky130_fd_sc_hd__fa_2	0.37
sky130_fd_sc_hd__fa_2	0.37
sky130_fd_sc_hd__fa_2	0.37
sky130_fd_sc_hd__fa_2	0.39
sky130_fd_sc_hd__fa_2	0.39
sky130_fd_sc_hd__fa_2	0.38
sky130_fd_sc_hd__fa_2	0.37
sky130_fd_sc_hd__fa_2	0.37
sky130_fd_sc_hd__fa_2	0.38
sky130_fd_sc_hd__inv_2	0.08
sky130_fd_sc_hd__fa_1	0.42
sky130_fd_sc_hd__o22ai_4	0.23
sky130_fd_sc_hd__nor2_1	0.09
sky130_fd_sc_hd__o21ai_1	0.10
sky130_fd_sc_hd__a21oi_1	0.09
-- layout make-up --
type	instances	area, um2	share of cell area
inverter	32	120.1	0.01202
antenna	1	2.502	0.0002504
clock inverter	10	107.6	0.01077
tap	372	465.4	0.04658
clock buffer	22	484.2	0.04846
multi-input combinational	698	5092	0.5096
timing repair buffer	131	1137	0.1138
sequential	129	2582	0.2585
-- final timing paths --
path | endpoint | depth (start not counted) | slack, ns
max | reg_m.reg_6.dfrl_15.dfr_1.df_0.df_out | 25 | -1.03
max reg2reg | reg_m.reg_6.dfrl_15.dfr_1.df_0.df_out | 24 | -0.19
min reg2reg | reg_m.reg_5.dfrl_12.dfr_1.df_0.df_out | 2 | 0.47
min | reg_m.reg_5.dfrl_12.dfr_1.df_0.df_out | 2 | 0.47
-- stage by stage --
step	std cells	cell area [um2]	total power (W)
floorplan	963	8417	0.0009372
global placement	1359	9338	0.001024
detailed placement	1359	9338	0.001024
CTS	1394	9986	0.001897
global route	1395	9992	0.001954
finish	1395	9992	0.001886
No activity file was given, so power comes from the tool's default toggle rates.
