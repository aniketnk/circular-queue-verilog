==> ./design.v <==
module isEqual(input wire[2:0] din_a,din_b , output wire o);
    wire [2:0] t;
    xnor2 x[2:0] (din_a, din_b, t);
    and3 an1(t[2], t[1], t[0], o);
endmodule
module inc(input wire[2:0] din, output wire[2:0] dout);
    wire t1, t2, t3;
    fa f1(din[0], 1'b1, 1'b0, dout[0], t1);
    fa f2(din[1], 1'b0, t1, dout[1], t2);
    fa f3(din[2], 1'b0, t2, dout[2], t3);
endmodule
module ThreeBitReg(input wire clk, reset, load, input wire[2:0] inp, output wire [2:0] outp);
	dfrl dfrl_0(clk, reset, load, inp[0], outp[0]);
	dfrl dfrl_1(clk, reset, load, inp[1], outp[1]);
	dfrl dfrl_2(clk, reset, load, inp[2], outp[2]);
endmodule
module cq(input wire clk, reset, wr, rd, input wire[15:0] din, output wire empty, full, output wire[15:0] dout);
    wire [2:0] rd_addr, wr_addr;
    wire [2:0] rd_inc, wr_inc;
    wire [15:0] fakeDout; 
    wire wr_load, rd_load;
    inc i2(wr_addr, wr_inc);
    inc i1(rd_addr, rd_inc);
    isEqual empty0(rd_addr, wr_addr, empty);
    isEqual full0(rd_addr, wr_inc, full);
    and2 rl(rd, !empty, rd_load);
    and2 wl(wr, !full, wr_load);
    ThreeBitReg read_addr (clk, reset, rd_load, rd_inc, rd_addr); 
    ThreeBitReg write_addr (clk, reset, wr_load, wr_inc, wr_addr);
    reg_file rf1 (clk, reset, wr_load, rd_addr[2:0], 3'b000, wr_addr[2:0], din[15:0], dout[15:0], fakeDout[15:0]); 
endmodule
`default_nettype wire
module invert (input wire i, output wire o);
   assign o = !i;
endmodule
module and2 (input wire i0, i1, output wire o);
  assign o = i0 & i1;
endmodule
module or2 (input wire i0, i1, output wire o);
  assign o = i0 | i1;
endmodule
module xor2 (input wire i0, i1, output wire o);
  assign o = i0 ^ i1;
endmodule
module nand2 (input wire i0, i1, output wire o);
   wire t;
   and2 and2_0 (i0, i1, t);
   invert invert_0 (t, o);
endmodule
module nor2 (input wire i0, i1, output wire o);
   wire t;
   or2 or2_0 (i0, i1, t);
   invert invert_0 (t, o);
endmodule
module xnor2 (input wire i0, i1, output wire o);
   wire t;
   xor2 xor2_0 (i0, i1, t);
   invert invert_0 (t, o);
endmodule
module and3 (input wire i0, i1, i2, output wire o);
   wire t;
   and2 and2_0 (i0, i1, t);
   and2 and2_1 (i2, t, o);
endmodule
module or3 (input wire i0, i1, i2, output wire o);
   wire t;
   or2 or2_0 (i0, i1, t);
   or2 or2_1 (i2, t, o);
endmodule
module nor3 (input wire i0, i1, i2, output wire o);
   wire t;
   or2 or2_0 (i0, i1, t);
   nor2 nor2_0 (i2, t, o);
endmodule
module nand3 (input wire i0, i1, i2, output wire o);
   wire t;
   and2 and2_0 (i0, i1, t);
   nand2 nand2_1 (i2, t, o);
endmodule
module xor3 (input wire i0, i1, i2, output wire o);
   wire t;
   xor2 xor2_0 (i0, i1, t);
   xor2 xor2_1 (i2, t, o);
endmodule
module xnor3 (input wire i0, i1, i2, output wire o);
   wire t;
   xor2 xor2_0 (i0, i1, t);
   xnor2 xnor2_0 (i2, t, o);
endmodule
module mux2 (input wire i0, i1, j, output wire o);
  assign o = (j==0)?i0:i1;
endmodule
module mux4 (input wire [0:3] i, input wire j1, j0, output wire o);
  wire  t0, t1;
  mux2 mux2_0 (i[0], i[1], j1, t0);
  mux2 mux2_1 (i[2], i[3], j1, t1);
  mux2 mux2_2 (t0, t1, j0, o);
endmodule
module mux8 (input wire [0:7] i, input wire j2, j1, j0, output wire o);
  wire  t0, t1;
  mux4 mux4_0 (i[0:3], j2, j1, t0);
  mux4 mux4_1 (i[4:7], j2, j1, t1);
  mux2 mux2_0 (t0, t1, j0, o);
endmodule
module demux2 (input wire i, j, output wire o0, o1);
  assign o0 = (j==0)?i:1'b0;
  assign o1 = (j==1)?i:1'b0;
endmodule
module demux4 (input wire i, j1, j0, output wire [0:3] o);
  wire  t0, t1;
  demux2 demux2_0 (i, j1, t0, t1);
  demux2 demux2_1 (t0, j0, o[0], o[1]);
  demux2 demux2_2 (t1, j0, o[2], o[3]);
endmodule
module demux8 (input wire i, j2, j1, j0, output wire [0:7] o);
  wire  t0, t1;
  demux2 demux2_0 (i, j2, t0, t1);
  demux4 demux4_0 (t0, j1, j0, o[0:3]);
  demux4 demux4_1 (t1, j1, j0, o[4:7]);
endmodule
module df (input wire clk, in, output wire out);
  reg df_out;
  always@(posedge clk) df_out <= in;
  assign out = df_out;
endmodule
module dfr (input wire clk, reset, in, output wire out);
  wire reset_, df_in;
  invert invert_0 (reset, reset_);
  and2 and2_0 (in, reset_, df_in);
  df df_0 (clk, df_in, out);
endmodule
module dfrl (input wire clk, reset, load, in, output wire out);
  wire _in;
  mux2 mux2_0(out, in, load, _in);
  dfr dfr_1(clk, reset, _in, out);
endmodule
module dfs (input wire clk, set, in, output wire out);
  wire dfr_in,dfr_out;
  invert invert_0(in, dfr_in);
  invert invert_1(dfr_out, out);
  dfr dfr_2(clk, set, dfr_in, dfr_out);
endmodule
module dfsl (input wire clk, set, load, in, output wire out);
  wire _in;
  mux2 mux2_0(out, in, load, _in);
  dfs dfs_1(clk, set, _in, out);
endmodule
module fa (input wire i0, i1, cin, output wire sum, cout);
   wire t0, t1, t2;
   xor3 _i0 (i0, i1, cin, sum);
   and2 _i1 (i0, i1, t0);
   and2 _i2 (i1, cin, t1);
   and2 _i3 (cin, i0, t2);
   or3 _i4 (t0, t1, t2, cout);
endmodule
module addsub (input wire addsub, i0, i1, cin, output wire sumdiff, cout);
  wire t;
  fa _i0 (i0, t, cin, sumdiff, cout);
  xor2 _i1 (i1, addsub, t);
endmodule
module reg_file (input wire clk, reset, wr, input wire [2:0] rd_addr_a, rd_addr_b, wr_addr, input wire [15:0] d_in, output wire [15:0] d_out_a, d_out_b);
	wire [15:0] t0, t1, t2, t3, t4, t5, t6, t7, reg_op0, reg_op1,  reg_op2,  reg_op3,  reg_op4,  reg_op5,  reg_op6,  reg_op7;
	wire [0:7] wrload;
	STBitDemux8 writer(wr_addr, d_in, t0, t1, t2, t3, t4, t5, t6, t7);
	demux8 load_demux(wr, wr_addr[2], wr_addr[1], wr_addr[0], wrload);
	STBitReg reg_0(clk, reset, wrload[0], d_in, reg_op0);
	STBitReg reg_1(clk, reset, wrload[1], d_in, reg_op1);
	STBitReg reg_2(clk, reset, wrload[2], d_in, reg_op2);
	STBitReg reg_3(clk, reset, wrload[3], d_in, reg_op3);
	STBitReg reg_4(clk, reset, wrload[4], d_in, reg_op4);
	STBitReg reg_5(clk, reset, wrload[5], d_in, reg_op5);
	STBitReg reg_6(clk, reset, wrload[6], d_in, reg_op6);
	STBitReg reg_7(clk, reset, wrload[7], d_in, reg_op7);
	STBitMux8 read_a(rd_addr_a, reg_op0, reg_op1,  reg_op2,  reg_op3,  reg_op4,  reg_op5,  reg_op6,  reg_op7, d_out_a);
	STBitMux8 read_b(rd_addr_b, reg_op0, reg_op1,  reg_op2,  reg_op3,  reg_op4,  reg_op5,  reg_op6,  reg_op7, d_out_b);
endmodule
module reg_alu (input wire clk, reset, sel, wr, input wire [1:0] op, input wire [2:0] rd_addr_a,
		rd_addr_b, wr_addr, input wire [15:0] d_in, output wire [15:0] d_out_a, d_out_b, output wire cout);
	wire [15:0] alu_outp, reg_din;
	wire alu_cout;
	reg_file reg_m(clk, reset, wr, rd_addr_a, rd_addr_b, wr_addr, reg_din, d_out_a, d_out_b);
	STBitMux2 din_mux(d_in, alu_outp, sel, reg_din);
	alu alu_m(op, d_out_a, d_out_b, alu_outp, alu_cout);
	dfr cout_dfr(clk, reset, alu_cout, cout);
endmodule
module STBitReg(input wire clk, rst, load, input wire[15:0] inp, output wire [15:0] outp);
	dfrl dfrl_0( clk, rst, load, inp[0], outp[0] );
	dfrl dfrl_1( clk, rst, load, inp[1], outp[1] );
	dfrl dfrl_2( clk, rst, load, inp[2], outp[2] );
	dfrl dfrl_3( clk, rst, load, inp[3], outp[3] );
	dfrl dfrl_4( clk, rst, load, inp[4], outp[4] );
	dfrl dfrl_5( clk, rst, load, inp[5], outp[5] );
	dfrl dfrl_6( clk, rst, load, inp[6], outp[6] );
	dfrl dfrl_7( clk, rst, load, inp[7], outp[7] );
	dfrl dfrl_8( clk, rst, load, inp[8], outp[8] );
	dfrl dfrl_9( clk, rst, load, inp[9], outp[9] );
	dfrl dfrl_10( clk, rst, load, inp[10], outp[10] );
	dfrl dfrl_11( clk, rst, load, inp[11], outp[11] );
	dfrl dfrl_12( clk, rst, load, inp[12], outp[12] );
	dfrl dfrl_13( clk, rst, load, inp[13], outp[13] );
	dfrl dfrl_14( clk, rst, load, inp[14], outp[14] );
	dfrl dfrl_15( clk, rst, load, inp[15], outp[15] );
endmodule
module STBitDemux8(input wire [2:0] s, input wire [15:0] inp, output [15:0] o0, o1, o2, o3, o4, o5, o6, o7);
	demux8 b_0( inp[0], s[2], s[1], s[0], { o0[0], o1[0], o2[0], o3[0], o4[0], o5[0], o6[0], o7[0] } );
	demux8 b_1( inp[1], s[2], s[1], s[0], { o0[1], o1[1], o2[1], o3[1], o4[1], o5[1], o6[1], o7[1] } );
	demux8 b_2( inp[2], s[2], s[1], s[0], { o0[2], o1[2], o2[2], o3[2], o4[2], o5[2], o6[2], o7[2] } );
	demux8 b_3( inp[3], s[2], s[1], s[0], { o0[3], o1[3], o2[3], o3[3], o4[3], o5[3], o6[3], o7[3] } );
	demux8 b_4( inp[4], s[2], s[1], s[0], { o0[4], o1[4], o2[4], o3[4], o4[4], o5[4], o6[4], o7[4] } );
	demux8 b_5( inp[5], s[2], s[1], s[0], { o0[5], o1[5], o2[5], o3[5], o4[5], o5[5], o6[5], o7[5] } );
	demux8 b_6( inp[6], s[2], s[1], s[0], { o0[6], o1[6], o2[6], o3[6], o4[6], o5[6], o6[6], o7[6] } );
	demux8 b_7( inp[7], s[2], s[1], s[0], { o0[7], o1[7], o2[7], o3[7], o4[7], o5[7], o6[7], o7[7] } );
	demux8 b_8( inp[8], s[2], s[1], s[0], { o0[8], o1[8], o2[8], o3[8], o4[8], o5[8], o6[8], o7[8] } );
	demux8 b_9( inp[9], s[2], s[1], s[0], { o0[9], o1[9], o2[9], o3[9], o4[9], o5[9], o6[9], o7[9] } );
	demux8 b_10( inp[10], s[2], s[1], s[0], { o0[10], o1[10], o2[10], o3[10], o4[10], o5[10], o6[10], o7[10] } );
	demux8 b_11( inp[11], s[2], s[1], s[0], { o0[11], o1[11], o2[11], o3[11], o4[11], o5[11], o6[11], o7[11] } );
	demux8 b_12( inp[12], s[2], s[1], s[0], { o0[12], o1[12], o2[12], o3[12], o4[12], o5[12], o6[12], o7[12] } );
	demux8 b_13( inp[13], s[2], s[1], s[0], { o0[13], o1[13], o2[13], o3[13], o4[13], o5[13], o6[13], o7[13] } );
	demux8 b_14( inp[14], s[2], s[1], s[0], { o0[14], o1[14], o2[14], o3[14], o4[14], o5[14], o6[14], o7[14] } );
	demux8 b_15( inp[15], s[2], s[1], s[0], { o0[15], o1[15], o2[15], o3[15], o4[15], o5[15], o6[15], o7[15] } );
endmodule
module STBitMux8(input wire [2:0] s, input wire [15:0] i0, i1, i2, i3, i4, i5, i6, i7, output wire [15:0] out);
	mux8 b_0( { i0[0], i1[0], i2[0], i3[0], i4[0], i5[0], i6[0], i7[0] }, s[0], s[1], s[2], out[0] );
	mux8 b_1( { i0[1], i1[1], i2[1], i3[1], i4[1], i5[1], i6[1], i7[1] }, s[0], s[1], s[2], out[1] );
	mux8 b_2( { i0[2], i1[2], i2[2], i3[2], i4[2], i5[2], i6[2], i7[2] }, s[0], s[1], s[2], out[2] );
	mux8 b_3( { i0[3], i1[3], i2[3], i3[3], i4[3], i5[3], i6[3], i7[3] }, s[0], s[1], s[2], out[3] );
	mux8 b_4( { i0[4], i1[4], i2[4], i3[4], i4[4], i5[4], i6[4], i7[4] }, s[0], s[1], s[2], out[4] );
	mux8 b_5( { i0[5], i1[5], i2[5], i3[5], i4[5], i5[5], i6[5], i7[5] }, s[0], s[1], s[2], out[5] );
	mux8 b_6( { i0[6], i1[6], i2[6], i3[6], i4[6], i5[6], i6[6], i7[6] }, s[0], s[1], s[2], out[6] );
	mux8 b_7( { i0[7], i1[7], i2[7], i3[7], i4[7], i5[7], i6[7], i7[7] }, s[0], s[1], s[2], out[7] );
	mux8 b_8( { i0[8], i1[8], i2[8], i3[8], i4[8], i5[8], i6[8], i7[8] }, s[0], s[1], s[2], out[8] );
	mux8 b_9( { i0[9], i1[9], i2[9], i3[9], i4[9], i5[9], i6[9], i7[9] }, s[0], s[1], s[2], out[9] );
	mux8 b_10( { i0[10], i1[10], i2[10], i3[10], i4[10], i5[10], i6[10], i7[10] }, s[0], s[1], s[2], out[10] );
	mux8 b_11( { i0[11], i1[11], i2[11], i3[11], i4[11], i5[11], i6[11], i7[11] }, s[0], s[1], s[2], out[11] );
	mux8 b_12( { i0[12], i1[12], i2[12], i3[12], i4[12], i5[12], i6[12], i7[12] }, s[0], s[1], s[2], out[12] );
	mux8 b_13( { i0[13], i1[13], i2[13], i3[13], i4[13], i5[13], i6[13], i7[13] }, s[0], s[1], s[2], out[13] );
	mux8 b_14( { i0[14], i1[14], i2[14], i3[14], i4[14], i5[14], i6[14], i7[14] }, s[0], s[1], s[2], out[14] );
	mux8 b_15( { i0[15], i1[15], i2[15], i3[15], i4[15], i5[15], i6[15], i7[15] }, s[0], s[1], s[2], out[15] );
endmodule
module STBitMux2(input [15:0] i0, i1, input s, output [15:0] o);
    mux2 op_0( i0[0], i1[0], s, o[0] );
    mux2 op_1( i0[1], i1[1], s, o[1] );
    mux2 op_2( i0[2], i1[2], s, o[2] );
    mux2 op_3( i0[3], i1[3], s, o[3] );
    mux2 op_4( i0[4], i1[4], s, o[4] );
    mux2 op_5( i0[5], i1[5], s, o[5] );
    mux2 op_6( i0[6], i1[6], s, o[6] );
    mux2 op_7( i0[7], i1[7], s, o[7] );
    mux2 op_8( i0[8], i1[8], s, o[8] );
    mux2 op_9( i0[9], i1[9], s, o[9] );
    mux2 op_10( i0[10], i1[10], s, o[10] );
    mux2 op_11( i0[11], i1[11], s, o[11] );
    mux2 op_12( i0[12], i1[12], s, o[12] );
    mux2 op_13( i0[13], i1[13], s, o[13] );
    mux2 op_14( i0[14], i1[14], s, o[14] );
    mux2 op_15( i0[15], i1[15], s, o[15] );
endmodule
==> ./run.sh <==
#!/bin/bash
# OpenROAD 26Q1-2900-gdf79404cd8, Yosys 0.63+post, stock flow scripts
make -C /OpenROAD-flow-scripts/flow DESIGN_CONFIG=/design/flow/config.mk WORK_HOME=/design/flow/orfs finish
==> ./config.mk <==
export PLATFORM = sky130hd
export DESIGN_NAME = cq
export DESIGN_NICKNAME = cq
export VERILOG_FILES = /design/flow/design.v
export SDC_FILE = /design/flow/constraint.sdc
export NUM_CORES = 4
export LEC_CHECK = 1
export CORE_UTILIZATION = 40
==> ./constraint.sdc <==
current_design cq

set clk_period 6.3
set clk_io_pct 0.2

create_clock -name clk0 -period $clk_period [get_ports {clk}]

set non_clock_inputs [all_inputs -no_clocks]
set_input_delay [expr $clk_period * $clk_io_pct] -clock clk0 $non_clock_inputs
set_output_delay [expr $clk_period * $clk_io_pct] -clock clk0 [all_outputs]
==> impl_metrics.py <==
# Generated from Yosys and OpenROAD reports
metrics = {
    "routing": {
        "num_vias": 3861,
        "viasPerCell": 5.15,
        "final_antenna_net_count": 0,
        "wirelength_um": 12400,
        "dr.pass1.iters": 4,
        "drc_errors": 0,
        "first_iter_violations": 258,
        "wl_per_cell_um": 16.5,
        "antenna_cells": 0,
    },
    "logic_synthesis": {
        "ys_warn_count": 1,
        "synth_flops": 134,
        "ys_seq_share_pct": 43.1,
        "synth_cells": 551,
        "ys_types": 29,
        "ys_cells": 551,
        "ys_area_sq_um": 6230,
        "avgSynthCellArea_sq_um": 11.3,
        "synth_area_sq_um": 6230,
    },
    "sta": {
        "finalWorstSetupSlack_ns": 2.25,
        "worst_pin_slew_ns": 0.840,
        "setup_tns_ns": 0,
        "maxSlewHeadroom_pct": 44.0,
        "hold_viol": 0,
        "clock_skew_ns": 0.00228,
        "fmax_ghz": 0.247,
        "finalCritPeriodShare_pct": 64.3,
        "grt_setup_unrepaired": "false",
        "finalSetupViolations": 0,
        "fin_crit_ns": 4.05,
        "drv_slew": 0,
    },
    "status": {
        "status": "finished, final reports clean",
    },
    "power": {
        "p_sw_mw": 0.763,
        "power_frac_comb_pct": 27.5,
        "vdd_ir_drop_max_uv": 213,
        "power.leakage_nw": 2.42,
        "power_frac_clock_pct": 36.6,
        "powerDensity_nw_per_um2": 376,
        "p_int_mw": 1.91,
        "p_seq_share_pct": 35.9,
        "switching_share_pct": 28.5,
    },
    "grt": {
        "track_usage_pct": 16.9,
        "busiest_layer": "met2",
        "grt_pass1_vias": 3888,
        "grt_antenna_before_repair": 0,
        "grt_pass1_wl_um": 20500,
        "grt_use_met2_pct": 26.1,
        "grt_max_degree": 79,
        "use_met1_pct": 25.7,
        "overflow": 0,
        "use_met3_pct": 4.60,
    },
    "clock_network": {
        "cts_hold_buf": 0,
        "cts_tree": "built",
        "cts_setup_buffers": 0,
        "cts-buffers-inserted": 17,
        "clock_latency_ns": 0.42,
        "clockBufferDepth": 2,
        "clock-sinks": 134,
        "clk_pin_slew_ns": 0.05,
        "ctsHtreeMaxLevel": 4,
        "cts_root_buf": "clkbuf_16",
        "cts_resized": 0,
    },
    "critical_path": {
        "cp_data_required_time_ns": 5.04,
        "path_buffers": 2,
        "reg2reg_from": "write_addr.dfrl_1.dfr_1.df_0.df_out$_DFF_P_",
        "cp_slowest_stage_delay_ns": 0.77,
        "crit_family": "XOR/XNOR gates",
        "cpMaxStageDelayCell": "xnor3_1",
        "arrival_ns": 2.79,
        "path_max_fanout": 11,
        "worstSetupEndpointType": "primary output",
        "crit_chain": "ha_1 -> xnor3_1 -> nand3_1 -> inv_1 -> clkdlybuf4s50_1",
        "critPathLaunchType": "register",
        "worstSetupPathType": "register to primary output",
        "crit_start": "write_addr.dfrl_1.dfr_1.df_0.df_out$_DFF_P_",
    },
    "cells_and_area": {
        "syn_to_final_growth_pct": 14.2,
        "final-comb-area_sq_um": 3120,
        "layout-drive-gt1-share_pct": 18.7,
        "nFillCells": 1332,
        "regArea_sq_um": 2690,
    },
    "placed_design": {
        "place_ws_ns": 2.61,
        "hpwl_um": 7140,
        "port_buffers": 37,
        "gp_congestion": 0.780,
    },
    "run": {
        "openroad.warnings": 25,
        "max_cap_viol_count": 0,
    },
    "floorplan": {
        "core.rowCount": 45,
        "core_area_sq_um": 15200,
        "chipArea_sq_um": 16100,
        "die_w_um": 127,
        "die_h_um": 127,
        "fp_util_pct": 41.0,
        "ios": 38,
    },
    "hold_path": {
        "min-delay-start": "rf1.reg_3.dfrl_4.dfr_1.df_0.df_out$_DFF_P_",
        "hp-class": "register to register",
    },
}
cell usage in the layout, fill, tap and decap left out, types with 6 or more instances in the layout:
cell type,count
mux4_2,32
buf_4,14
dfxtp_1,132
mux2_2,16
clkbuf_16,17
clkinv_2,8
clkdlybuf4s50_1,36
mux2i_1,130
a311oi_4,6
nor2_1,134
synthesized netlist by cell type, drive strengths merged:
| cell | instances | area (sq um) |
|---|---|---|
| clkbuf | 20 | 76.3 |
| xnor3 | 1 | 22.5 |
| o31ai | 1 | 7.51 |
| xor2 | 5 | 51.3 |
| inv | 4 | 15.0 |
| nor3 | 1 | 5.00 |
| nor2 | 134 | 503 |
| or4b | 1 | 10.0 |
| xnor2 | 3 | 26.3 |
| dfxtp | 134 | 2680 |
| mux4 | 32 | 721 |
| ha | 2 | 25.0 |
| nand3b | 2 | 15.0 |
| a31oi | 3 | 48.8 |
| mux2 | 16 | 180 |
| o311ai | 1 | 8.76 |
| buf | 51 | 352 |
| or4bb | 1 | 11.3 |
| a311oi | 7 | 155 |
| nand3 | 2 | 10.0 |
| mux2i | 130 | 1300 |
metal layers:
layer  vias up  part of all wire, %
met3        11                  4.3
met5         -                    0
met1      1880                   49
met2        76                   46
li1       1894                    -
met4         0                  1.3
cells by family (layout without fill, tap and decap cells):
group / Yosys count / after routing / synth area share, %
mux: 178 / 178 / 35.4
simple gates: 141 / 141 / 8.90
flops: 134 / 134 / 43.1
buf+inv: 75 / 86 / 7.11
compound gates: 12 / 12 / 3.54
xor+xnor: 9 / 9 / 1.61
fa+ha+maj: 2 / 2 / 0.402
through the flow:
step / power (mW) / hold slack (ns) / cells / cell area [sq um] / util (%)
2_1_floorplan: 1.55 / 0.455 / 551 / 6230 / -
3_3_place_gp: 1.71 / 0.467 / 718 / 6520 / 42.9
3_5_place_dp: 1.72 / 0.473 / 718 / 6520 / 42.9
4_1_cts: 2.71 / 0.490 / 750 / 7110 / 46.8
5_1_grt: 2.82 / 0.509 / 750 / 7110 / 46.8
6_report: 2.68 / 0.485 / 750 / 7110 / 46.8
power groups by stage:
stage     clock network (mW)  logic (mW)  registers [mW]
5_1_grt                 1.05       0.803           0.970
6_report               0.979       0.735           0.962
4_1_cts                 1.00       0.747           0.961
final cells by class:
cell class                      instances  area share (%)
Multi-Input combinational cell        342            43.9
Inverter                                4           0.211
Timing Repair Buffer                   50            6.54
Clock buffer                           21            6.47
Tap cell                              188            3.31
Sequential cell                       134            37.8
Clock inverter                         11            1.83
path summary, 6_finish.rpt:
path	cells after the start	end	slack, ns
max	5	full	2.25
min reg2reg	2	rf1.reg_3.dfrl_4.dfr_1.df_0.df_out$_DFF_P_	0.49
min	2	rf1.reg_3.dfrl_4.dfr_1.df_0.df_out$_DFF_P_	0.49
max reg2reg	6	rf1.reg_5.dfrl_14.dfr_1.df_0.df_out$_DFF_P_	3.16
tightest hold or removal path, stage by stage (launching register included):
cell	delay [ns]
dfxtp_1	0.32
mux2i_1	0.06
nor2_1	0.07
Power is estimated from default activity; no workload was simulated.
